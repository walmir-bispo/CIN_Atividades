--- flow/run.sh ---
#!/bin/bash
# OpenROAD 26Q1-2900-gdf79404cd8, Yosys 0.63+post, stock flow scripts
make -C /OpenROAD-flow-scripts/flow DESIGN_CONFIG=/design/flow/config.mk WORK_HOME=/design/flow/orfs finish
--- flow/config.mk ---
export PLATFORM = sky130hd
export DESIGN_NAME = mux_memToReg
export DESIGN_NICKNAME = mux_memToReg
export VERILOG_FILES = /design/flow/design.v
export SDC_FILE = /design/flow/constraint.sdc
export NUM_CORES = 4
export LEC_CHECK = 1
export CORE_AREA = 10 10 116 116
export DIE_AREA = 0 0 126 126
--- flow/constraint.sdc ---
current_design mux_memToReg

set clk_period 2.7
set clk_io_pct 0.2

create_clock -name clk0 -period $clk_period

set non_clock_inputs [all_inputs -no_clocks]
set_input_delay [expr $clk_period * $clk_io_pct] -clock clk0 $non_clock_inputs
set_output_delay [expr $clk_period * $clk_io_pct] -clock clk0 [all_outputs]
--- flow/design.v ---
module mux_memToReg(
    input wire [2:0] seletor,
    input wire [31:0] Data_0, 
    input wire Data_1,  
    input wire [31:0] Data_2,  
    input wire [31:0] Data_3,  
    input wire [31:0] Data_5,  
    input wire [31:0]Data_6,  
    input wire [31:0] Data_7,  
    output wire [31:0] Data_out
    );
    assign Data_out = seletor[2] ? (seletor[1] ? (seletor[0] ? (Data_7):(Data_6)): seletor[0] ? (Data_5):(9'd227)) :
    (seletor[1] ? (seletor[0] ? (Data_3):(Data_2)):(seletor[0] ? (Data_1):(Data_0)));
    endmodule
==> flow_metrics.env <==
# source this file to load flow results
export IMPL_hold_ws_ns=1.67
export IMPL_crit_path_max_fanout=1
export IMPL_worstPathRequired_ns=2.16
export IMPL_n_antenna_cell=0
export IMPL_antenna_found_initial=0
export IMPL_grt_pass1_vias=2609
export IMPL_slew_limit_headroom=0.809
export IMPL_fmax_mhz=376
export IMPL_start_kind="input pin"
export IMPL_seq_cells=0
export IMPL_grt_pass1_wl_um=14700
export IMPL_flop_area_um2=0
export IMPL_leakage_nw=1.86
export IMPL_finalSetupViolCount=0
export IMPL_drt_total_wl_um=9900
export IMPL_gr_usage_met3=0.0442
export IMPL_top_area_frac=0.360
export IMPL_core_area_um2=10900
export IMPL_pre_cts_ws_ns=-0.0682
export IMPL_syn_inst=182
export IMPL_critPathArrivalTime_ns=2.12
export IMPL_rsz0062_at_grt="false"
export IMPL_use_met1=0.139
export IMPL_synth_distinct_cells=11
export IMPL_hold_path_class="in2out"
export IMPL_chipWidth_um=126
export IMPL_worst_slack_ns=0.0433
export IMPL_cap_violations=0
export IMPL_yosys_warnings=0
export IMPL_grt_remaining_overflow=0
export IMPL_grt_start_max_net_pins=26
export IMPL_tightestPinTransition_ns=0.287
export IMPL_drt_iter0_drc=31
export IMPL_drt_antenna_violating_nets=0
export IMPL_port_buffers=228
export IMPL_viasPerCell=4.30
export IMPL_post_cts_buffers=0
export IMPL_met2_usage=0.198
export IMPL_hold_viol_final=0
export IMPL_p_total_w=0.000666
export IMPL_area_growth_pct=129
export IMPL_finalSetupTns_ns=0
export IMPL_fin_area_um2=4600
export IMPL_area_leaders="mux4_2 (36%), mux2_1 (18%), mux2_2 (17%), and2_1 (17%), buf_6 (4.5%)"
export IMPL_vias=2341
export IMPL_post_drt_wl_per_cell_um=18.2
export IMPL_pwr_density_cell_nw_per_um2=145
export IMPL_ys_area_um2=2000
export IMPL_drc_errors=0
export IMPL_fp_util=0.183
export IMPL_warning_count=32
export IMPL_worstSetupPathType="in2out"
export IMPL_syn_cell_area_um2=2000
export IMPL_placed_area_um2=4490
export IMPL_slew_violations=0
export IMPL_dr_pass1_iters=4
export IMPL_peakVddDrop_uv=71.0
export IMPL_crit_path_end="Data_out[2]"
export IMPL_ys_seq_frac=0
export IMPL_fp_dieH_um=126
export IMPL_gp_congestion=0.829
export IMPL_clockBufferCount=0
export IMPL_dp_hpwl_um=8690
export IMPL_syn_area_per_cell_um2=11.0
export IMPL_fin_crit_sh=0.984
export IMPL_grt_busiest_layer="met2"
export IMPL_track_usage=0.114
export IMPL_status="finished clean"
export IMPL_rows=38
export IMPL_fillerInstances=1067
export IMPL_critPathLaunch="Data_7[2]"
export IMPL_worstSetupEndpointType="primary output"
export IMPL_yosysTopAreaCell="mux4_2"
export IMPL_drive_above_1_share=0.215
export IMPL_layout_min_cycle_time_ns=2.66
export IMPL_hold_buffers=0
export IMPL_die_area_um2=15900
export IMPL_ys_cells=182
export IMPL_ios=228
==> synth_stat cells (all sizes together) <==
master  instances
mux2           65
nand2b          4
clkbuf          8
mux4           32
or2             1
and2           58
buf            14
==> worst max-delay path: stages <==
cell             delay, ns
clkdlybuf4s50_1       0.39
mux2_1                0.28
mux4_2                0.45
clkdlybuf4s50_1       0.44
==> cell usage in the layout, fill, tap and decap left out <==
cell type / synthesis / layout
mux2_2: 31 / 31
mux2_1: 32 / 31
or2_2: 1 / 1
buf_4: 0 / 7
and2_1: 54 / 54
buf_12: 0 / 7
clkdlybuf4s50_1: 0 / 203
buf_2: 6 / 2
mux2_4: 2 / 3
clkbuf_16: 0 / 2
and2_0: 4 / 4
nand2b_1: 4 / 4
dlymetal6s2s_1: 0 / 17
buf_6: 8 / 2
dlygate4sd2_1: 0 / 5
mux4_2: 32 / 32
==> final cells by class <==
type | instances | area (µm²) | area share
Tap cell | 140 | 175 | 0.0381
Timing Repair Buffer | 245 | 2560 | 0.558
Multi-Input combinational cell | 160 | 1860 | 0.404
==> timing repair <==
item | 4_1_cts | 5_1_grt
gates cloned | 0 | 2
resized | 6 | 22
endpoints found under the setup margin | 30 | 20
==> through the flow <==
step | instances | utilization
floorplan | 182 | -
detailed placement | 543 | 0.410
global placement | 543 | 0.410
global route | 545 | 0.420
finish | 545 | 0.420
CTS | 543 | 0.410
==> cell families after synthesis <==
group	share of synthesized area
simple gates	0.197
mux	0.728
buf+inv	0.0749
==> how the worst min path moves through the flow <==
stage         startpoint           end  slack, ns  cells past startpoint
CTS           seletor[1]  Data_out[28]       1.82                      4
global route  seletor[2]   Data_out[0]       1.72                      4
finish        seletor[2]   Data_out[0]       1.67                      4
==> metal layers <==
metal,vias to the layer above,wire length [µm]
li1,1132,-
met1,1078,3910
met2,129,4910
met3,2,1040
met4,0,29
met5,-,0
==> power breakdown <==
group	switching (W)	total [W]	internal [W]	leakage, nW
clock network	0	0	0	0
logic	0.000150	0.000666	0.000516	1.86
registers	0	0	0	0
total	0.000150	0.000666	0.000516	1.86
No activity file was given, so power comes from the tool's default toggle rates.
