==> flow/config.mk <==
export PLATFORM = sky130hd
export DESIGN_NAME = div
export DESIGN_NICKNAME = div
export VERILOG_FILES = /design/flow/design.v
export SDC_FILE = /design/flow/constraint.sdc
export NUM_CORES = 4
export LEC_CHECK = 1
export CORE_UTILIZATION = 50
==> flow/constraint.sdc <==
current_design div

set clk_period 18.4
set clk_io_pct 0.2

create_clock -name clk0 -period $clk_period [get_ports {clk}]

set non_clock_inputs [all_inputs -no_clocks]
set_input_delay [expr $clk_period * $clk_io_pct] -clock clk0 $non_clock_inputs
set_output_delay [expr $clk_period * $clk_io_pct] -clock clk0 [all_outputs]
==> flow/design.v <==
module div(input wire[31:0] Input_A,
            input wire [31:0] Input_B,
            input wire reset,
            input wire clk,
            output wire [31:0] LO,
            output wire [31:0] HI,
            output wire exception
			);
  reg[63:0] resto;
  reg[6:0] counter;
  reg[63:0] divisor;
  reg[31:0] quociente;
  reg seletor;
  reg [31:0] auxException = Input_B;
  reg seletorException;
  reg [31:0] auxLO;
  reg [31:0] auxHI;
initial begin
    counter = 6'd0;
end
always @(posedge clk)
begin
  if(reset == 1'b1)begin
    resto = 64'd0;
    counter = 32'd0;
    divisor = 64'd0;
    quociente = 32'd0;
    seletor = 1'b0;
	  seletorException = 1'b0;
    end
    if(counter == 0)begin
      divisor[63:32] = Input_B;
      counter = counter + 1'b1;
    end
    if(auxException == 32'd0)begin
      seletorException = 1;
      counter = 6'd33;
    end
    else if(counter <= 6'd33) begin
      resto = divisor - resto;
      if(resto >= 0)begin
      quociente = quociente << 1;
      quociente[0] = 1'b1;
      end
      else begin
        resto = divisor + resto;
        quociente = quociente << 1;
        quociente[0] = 1'b0;
      end
    divisor = divisor >> 1; 
    counter = counter + 1;
      if(counter == 6'd33)begin
        seletor = 1;
      end
    end
  end
assign HI = seletor ? resto[31:0]:0;
assign LO = seletor ? quociente:0;
assign exception = seletorException ? 1:0;
endmodule
==> flow/run.sh <==
#!/bin/bash
# OpenROAD 26Q1-2900-gdf79404cd8, Yosys 0.63+post, stock flow scripts
make -C /OpenROAD-flow-scripts/flow DESIGN_CONFIG=/design/flow/config.mk WORK_HOME=/design/flow/orfs finish
==> results_dict.tcl <==
# yosys + openroad results
set metrics [dict create \
    grt_max_degree 72 \
    synthTopCellsByCount "189 x nand2_1, 137 x dfxtp_1, 104 x a21oi_1, 65 x and2_1, 44 x clkbuf_1" \
    ant_nets 0 \
    ioPinCount 131 \
    drc 0 \
    clk_pin_slew_ns 0.06 \
    hold_start "quociente[31]" \
    gp_congestion 0.827 \
    rrSetupSlack_ns 14.70 \
    warnings 59 \
    clock_latency_ns 0.41 \
    cp_top_family "AND-OR/OR-AND gates" \
    setup_tns_ns 0 \
    fp.dieH_um 125 \
    skew_ns 0.00876 \
    finalWorstSetupSlack_ns 11.20 \
    leakagePower_nw 3.73 \
    synthCells 953 \
    detailed_place_hpwl_um 10200 \
    setup_violations 0 \
    cp_num_buf_inv 2 \
    final_area_um2 9270 \
    holdPathEnd "quociente[31]" \
    critPathKind "input port to flop" \
    vdd.ir_drop.worst_uv 92.4 \
    cts_setup_buffers 0 \
    fin_crit_ns 7.20 \
    reg2regPathDepth 11 \
    synth.distinct_cells 51 \
    finalCritPeriodShare 0.391 \
    dieArea_um2 15500 \
    grt_overflow_total 0 \
    run_status "finished clean" \
    placed_area_um2 8600 \
    dp_worst_setup_slack_ns 10.84 \
    clockBufferDepth 2 \
    ys.flops 137 \
    edf_count 0 \
    fp_util 0.516 \
    cp.arrival_ns 7.55 \
    synthToLayoutAreaGrowth_pct 23.2 \
    path_cells "buf_4, buf_4, nand2b_1, ha_1, fa_1, nor2b_4, o31a_1, o311ai_4, a31oi_1, a2111o_1, a211o_1, a211o_1, a2111o_1, nand3_1" \
    area_leaders "dfxtp_1 36%, nand2_1 9.4%, a21oi_1 6.9%" \
    routedWlPerCell_um 12.9 \
    die_x_um 125 \
    cts_buffers 17 \
    reg2reg_from "counter[2]" \
    clock-sinks 137 \
    cpPeakStageDelay_ns 0.53 \
    worstPathMaxFanout 42 \
    slowest_stage "a2111o_1" \
    cp.required_ns 18.75 \
    via_per_inst 5.23 \
    cts_tree "done" \
    via_count 6377 \
    top_area_frac 0.365 \
    fp.coreArea_um2 14600 \
    ys.flop_type "dfxtp_1" \
    hold_class "flop to flop" \
    track_usage 0.214 \
    worstMarginPinSlew_ns 0.809 \
    drive_above_1_share 0.0541 \
    grt_first_pass_wirelength_um 27500 \
    port_buffers 98 \
    synthArstFlopShare 0 \
    p_per_area_nw_per_um2 92.1 \
    grt_pass1_vias 5946 \
    r2r-end "resto[31]" \
    cts_max_level 4 \
    dr.pass1.iters 7 \
    cp-end-kind "flop" \
    rows 44 \
    largest_area_cell "dfxtp_1" \
    yosys_warnings 1 \
    clock.fmax_mhz 139 \
    rsz0062_at_grt "no" \
    antenna_found_initial 0 \
    cts_resized 0 \
    min_path_cells 2 \
    syn_area_um2 7520 \
    finalMaxSlewViolations 0 \
    yosysCellCount 953 \
    final-hold-violation-count 0 \
    place_inst 1187 \
    cts_hold_buf 0 \
    slew_headroom 0.460 \
    fillers 1282 \
    cts-root-buf "clkbuf_16" \
    drtIter0Drc 417 \
    yosysChipArea_um2 7520 \
    startpoint_type "input port" \
    maxCapViolations 0 \
    most_common_cell "nand2_1" \
    wirelength_um 15700 \
    syn_area_per_cell_um2 7.89 \
    antennaDiodeCount 0 \
    ys_seq_share 0.365 \
    fin_cells 1219 \
]
## kinds of logic after synthesis
family	count (synthesis)	synth area share
compound gates	204	0.164
mux	39	0.0521
flops	137	0.365
simple gates	438	0.294
buf+inv	76	0.0386
fa+ha+maj	34	0.0575
xor+xnor	25	0.0291
## power by group
| part | internal (mW) | switching, mW |
|---|---|---|
| Clock | 0.249 | 0.132 |
| Sequential | 0.328 | 0.0141 |
| Combinational | 0.0608 | 0.0694 |
## worst reg2reg max path, delay by kind of cell (launching register included)
| kind | cells | cell delay, ns |
|---|---|---|
| AND-OR/OR-AND | 5 | 1.24 |
| adder cells (fa/ha/maj) | 1 | 0.19 |
| buffers and inverters | 2 | 0.87 |
| flip-flops | 1 | 0.43 |
| AND/OR/NAND/NOR | 3 | 0.90 |
## layout make-up
type                       instances  area, µm²  share of cell area
multi-input combinational        740       4520               0.488
sequential                       137       2740               0.296
timing repair buffer             105       1030               0.111
clock buffer                      19        453              0.0489
tap                              184        230              0.0248
clock inverter                    13        213              0.0229
inverter                          21       78.8             0.00850
## per-layer routing
| metal | vias up | wire [µm] | GRT usage |
|---|---|---|---|
| met5 | - | 0 | 0 |
| met4 | 0 | 110 | 0.0170 |
| met2 | 72 | 7160 | 0.347 |
| li1 | 3379 | - | - |
| met1 | 2918 | 7990 | 0.324 |
| met3 | 8 | 426 | 0.0298 |
## how the worst max path moves through the flow
| stage | start | end | slack, ns | cells after the start |
|---|---|---|---|---|
| CTS | reset | resto[24] | 11.21 | 14 |
| global route | reset | resto[31] | 10.93 | 12 |
| finish | reset | resto[24] | 11.20 | 14 |
## cell usage in the layout, fill, tap and decap left out, types with 6 or more instances in the layout
cell type,instances
nor3b_1,31
nor2_1,37
or2_2,7
o21bai_1,6
mux2i_1,38
clkbuf_16,17
dfxtp_1,136
buf_4,8
inv_1,21
nand4_1,6
xor2_1,11
nand3_1,9
and2_1,65
a21oi_1,103
nand2_1,188
ha_1,33
o21ai_0,35
nand2b_1,42
nor2b_1,32
a21o_1,15
xnor2_1,14
clkdlybuf4s50_1,97
nor4_1,9
## registers in the layout, indices dropped and copies added, names as in the netlist
| signal | flops |
|---|---|
| counter | 7 |
| resto | 32 |
| seletorException | 1 |
| divisor | 64 |
| quociente | 32 |
| seletor | 1 |
## metrics by stage
stage	hold slack (ns)	utilization	power (mW)
final	0.453	0.635	0.854
after global placement	0.441	0.590	0.477
after floorplan	0.430	-	0.447
after global routing	0.471	0.635	0.899
after detailed placement	0.451	0.590	0.479
after CTS	0.460	0.635	0.865
Power and IR drop assume default switching activity.
